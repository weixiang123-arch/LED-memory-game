File: design/flow/constraint.sdc
current_design top

set clk_period 4.5
set clk_io_pct 0.2

create_clock -name clk0 -period $clk_period [get_ports {clk}]

set non_clock_inputs [all_inputs -no_clocks]
set_input_delay [expr $clk_period * $clk_io_pct] -clock clk0 $non_clock_inputs
set_output_delay [expr $clk_period * $clk_io_pct] -clock clk0 [all_outputs]
File: design/flow/run.sh
#!/bin/bash
# OpenROAD 26Q1-2900-gdf79404cd8, Yosys 0.63+post, stock flow scripts
make -C /OpenROAD-flow-scripts/flow DESIGN_CONFIG=/design/flow/config.mk WORK_HOME=/design/flow/orfs finish
File: design/flow/design.v
module led_game (
    input clk,
    input rst,
    input [15:0] sw,
	 input [3:0] key,
    output reg [15:0] led,
    output reg [7:0] ledg,
    output reg [6:0] hex0,
    output reg [6:0] hex1,
    output reg [6:0] hex4,
    output reg [6:0] hex6
);
    localparam WAIT = 0, 
        FLASH_1 = 1, CHECK_1 = 2, RESPONSE_WAIT_1 = 3,
        FLASH_2 = 4, CHECK_2 = 5, RESPONSE_WAIT_2 = 6,
        FLASH_3 = 7, CHECK_3 = 8, RESPONSE_WAIT_3 = 9,
        FLASH_4 = 10, CHECK_4 = 11, RESPONSE_WAIT_4 = 12,
		  SIMON_INIT = 13, SIMON_FLASH = 14, SIMON_WAIT_INPUT = 15,
		  SIMON_INIT_2 = 16, SIMON_FLASH_2 = 17, SIMON_WAIT_INPUT_2 = 18;
    reg [3:0] state = WAIT;
    reg [25:0] timer = 0;
    reg [3:0] response_timer = 0;
    reg [3:0] current_round = 0;
    reg [3:0] high_score = 1;
	 reg [3:0] simon_sequence[0:3];  
	 reg [1:0] simon_index;          
	 reg [3:0] simon_flash_timer;    
	 reg [1:0] simon_input_index;    
    reg [24:0] slow_clk_divider = 0;
    wire slow_clk;
    always @(posedge clk)
        slow_clk_divider <= slow_clk_divider + 1;
    assign slow_clk = slow_clk_divider[24];
    function [6:0] hex_to_7seg;
        input [3:0] hex;
        begin
            case (hex)
                4'h0: hex_to_7seg = 7'b1000000;
                4'h1: hex_to_7seg = 7'b1111001;
                4'h2: hex_to_7seg = 7'b0100100;
                4'h3: hex_to_7seg = 7'b0110000;
                4'h4: hex_to_7seg = 7'b0011001;
                4'h5: hex_to_7seg = 7'b0010010;
                4'h6: hex_to_7seg = 7'b0000010;
                4'h7: hex_to_7seg = 7'b1111000;
                4'h8: hex_to_7seg = 7'b0000000;
                4'h9: hex_to_7seg = 7'b0010000;
                default: hex_to_7seg = 7'b1111111;
            endcase
        end
    endfunction
    always @(posedge slow_clk) begin
        if (~rst) begin
            state <= WAIT;
            timer <= 0;
            response_timer <= 0;
            led <= 16'hFFFF;
            ledg <= 8'hFF;
            hex0 <= 7'b1111111;
            hex1 <= 7'b1111111;
            hex4 <= 7'b1111111;
            current_round <= 0;
				simon_index <= 0;
				simon_input_index <= 0;
				simon_flash_timer <= 0;
        end
		  if (~key[1]) begin
		       hex0 <= 7'b1111111;
             hex1 <= 7'b1111111;
				 state <= FLASH_2;
				 current_round <= 2;
				 timer <= 0;
				 led <= 0;
				 hex4 <= hex_to_7seg(2);	 
		  end 
		  if (~key[2]) begin
				 hex0 <= 7'b1111111;
             hex1 <= 7'b1111111;
				 state <= FLASH_3;
				 current_round <= 3;
				 timer <= 0;
				 led <= 0;
				 hex4 <= hex_to_7seg(3);
				end
			if (~key[3]) begin
				 hex0 <= 7'b1111111;
             hex1 <= 7'b1111111;
				 state <= SIMON_INIT;
				 current_round <= 4;
				 timer <= 0;
				 led <= 0;
				 hex4 <= hex_to_7seg(4); 
				end
		  else begin
            ledg <= 8'h00;
            case (state)
                WAIT: begin
                    led <= 16'hFFFF;
                    timer <= timer + 1;
                    hex0 <= 7'b1111111;
                    hex1 <= 7'b1111111;
                    hex4 <= hex_to_7seg(0);
                    if (timer > 3) begin
                        state <= FLASH_1;
                        current_round <= 1;
                        hex4 <= hex_to_7seg(1);
                        timer <= 0;
                        led <= 0;
                    end
                end
					 FLASH_1: begin
							 if (|sw) begin
								  led <= 16'hFFFF;
							 end else begin
								  led <= 16'b0000000001000100;
							 end
							 timer <= timer + 1;
							 if (timer >= 3) begin
								  state <= CHECK_1;
								  timer <= 0;
							 end
						end
                CHECK_1: begin
                    led <= 0;
                    state <= RESPONSE_WAIT_1;
                    response_timer <= 0;
                end
                RESPONSE_WAIT_1: begin
                    response_timer <= response_timer + 1;
                    if (response_timer <= 8) begin
                        hex1 <= hex_to_7seg((8 - response_timer) / 10);
                        hex0 <= hex_to_7seg((8 - response_timer) % 10);
                    end else begin
                        hex0 <= 7'b1111111;
                        hex1 <= 7'b1111111;
                    end
                    if (sw[2] && sw[6] && !sw[0] && !sw[1]) begin
                        ledg <= 8'hFF;
                        state <= FLASH_2;
                        current_round <= 2;
                        if (high_score < 2) high_score <= 2;
                        hex4 <= hex_to_7seg(2);
                        hex6 <= hex_to_7seg(high_score < 2 ? 2 : high_score);
                        response_timer <= 0;
                        hex0 <= 7'b1111111;
                        hex1 <= 7'b1111111;
                    end else if (response_timer >= 9) begin
                        ledg[6] <= 1;
                        state <= WAIT;
                        timer <= 0;
                        hex0 <= 7'b1111111;
                        hex1 <= 7'b1111111;
                    end
                end
                FLASH_2: begin
							 if (|sw) begin
								  led <= 16'hFFFF;
							 end else
                    led <= 16'b0000000010110010;
                    timer <= timer + 1;
                    if (timer >= 3) begin
                        state <= CHECK_2;
                        timer <= 0;
                    end
                end
                CHECK_2: begin
                    led <= 0;
                    state <= RESPONSE_WAIT_2;
                    response_timer <= 0;
                end
                RESPONSE_WAIT_2: begin
                    response_timer <= response_timer + 1;
                    if (response_timer <= 10) begin
                        hex1 <= hex_to_7seg((10 - response_timer) / 10);
                        hex0 <= hex_to_7seg((10 - response_timer) % 10);
                    end else begin
                        hex0 <= 7'b1111111;
                        hex1 <= 7'b1111111;
                    end
                    if (sw[1] && sw[4] && sw[5] && sw[7] && !sw[2] && !sw[6]) begin
                        ledg <= 8'hFF;
                        state <= FLASH_3;
                        current_round <= 3;
                        if (high_score < 3) high_score <= 3;
                        hex4 <= hex_to_7seg(3);
                        hex6 <= hex_to_7seg(high_score < 3 ? 3 : high_score);
                        response_timer <= 0;
                        hex0 <= 7'b1111111;
                        hex1 <= 7'b1111111;
                    end else if (response_timer >= 11) begin
                        ledg[6] <= 1;
                        state <= WAIT;
                        timer <= 0;
                        hex0 <= 7'b1111111;
                        hex1 <= 7'b1111111;
                    end
                end
                FLASH_3: begin
							 if (|sw) begin
								  led <= 16'hFFFF;
							 end else
                    led <= 16'b0010000100101010;
                    timer <= timer + 1;
                    if (timer >= 3) begin
                        state <= CHECK_3;
                        timer <= 0;
                    end
                end
                CHECK_3: begin
                    led <= 0;
                    state <= RESPONSE_WAIT_3;
                    response_timer <= 0;
                end
                RESPONSE_WAIT_3: begin
                    response_timer <= response_timer + 1;
                    if (response_timer <= 12) begin
                        hex1 <= hex_to_7seg((12 - response_timer) / 10);
                        hex0 <= hex_to_7seg((12 - response_timer) % 10);
                    end else begin
                        hex0 <= 7'b1111111;
                        hex1 <= 7'b1111111;
                    end
                    if (sw[1] && sw[3] && sw[5] && sw[8] && sw[13] && !sw[4] && !sw[7]) begin
                        ledg <= 8'hFF;
                        state <= SIMON_INIT;
                        current_round <= 4;
                        if (high_score < 4) high_score <= 4;
                        hex4 <= hex_to_7seg(4);
                        hex6 <= hex_to_7seg(high_score < 4 ? 4 : high_score);
                        response_timer <= 0;
                        hex0 <= 7'b1111111;
                        hex1 <= 7'b1111111;
                    end else if (response_timer >= 13) begin
                        ledg[6] <= 1;
                        state <= WAIT;
                        timer <= 0;
                        hex0 <= 7'b1111111;
                        hex1 <= 7'b1111111;
                    end
                end
					  SIMON_INIT: begin
								simon_sequence[0] <= 2;
								simon_sequence[1] <= 10;
								simon_sequence[2] <= 5;
								simon_sequence[3] <= 13;
								simon_index <= 0;
								simon_flash_timer <= 0;
								state <= SIMON_FLASH;
								response_timer <= 0;
					 end
					 SIMON_FLASH: begin
							if (simon_flash_timer == 0) begin
									led <= 1 << simon_sequence[simon_index];   
									simon_flash_timer <= simon_flash_timer + 1;
							end else if (simon_flash_timer < 2) begin
									simon_flash_timer <= simon_flash_timer + 1;  
							end else begin
									led <= 0;  
									simon_flash_timer <= 0;
									simon_index <= simon_index + 1;
							if (simon_index == 3) begin
									simon_input_index <= 0;
									state <= SIMON_WAIT_INPUT;
							end
						end
					 end
					 SIMON_WAIT_INPUT: begin
							  response_timer <= response_timer + 1;
                    if (response_timer <= 14) begin
                        hex1 <= hex_to_7seg((14 - response_timer) / 10);
                        hex0 <= hex_to_7seg((14 - response_timer) % 10);
                    end else begin
                        hex0 <= 7'b1111111;
                        hex1 <= 7'b1111111;
                    end
							 if (sw[simon_sequence[simon_input_index]]) begin
								  simon_input_index <= simon_input_index + 1;
								  if (simon_input_index == 3) begin
										ledg <= 8'hFF;
										state <= WAIT;  
										timer <= 0;
										current_round <= 5;
										hex0 <= 7'b1111111;
										hex1 <= 7'b1111111;
										  end
									 end
							 if (response_timer >= 15) begin
								  ledg[6] <= 1;
								  simon_input_index <= 0;
								  response_timer <= 0;
								  state <= SIMON_INIT;
								  hex0 <= 7'b1111111;
								  hex1 <= 7'b1111111;
							 end
						end
            endcase
				hex6 <= hex_to_7seg(high_score);
        end
    end
endmodule
module top (
    input wire clk,          
    input wire rst,          
    input wire [15:0] sw,    
    input wire [3:0] key,         
    output wire [15:0] led,  
    output wire [7:0] ledg,  
    output wire [6:0] hex0,   
	 output wire [6:0] hex1,
	 output wire [6:0] hex4,
	 output wire [6:0] hex6
);
    led_game game (
        .clk(clk),
        .rst(rst),
        .sw(sw),
        .led(led),
        .ledg(ledg),
        .hex0(hex0),   
		  .hex1(hex1),
		  .hex4(hex4),
		  .hex6(hex6),
		  .key(key)
    );
endmodule
File: design/flow/config.mk
export PLATFORM = sky130hd
export DESIGN_NAME = top
export DESIGN_NICKNAME = top
export VERILOG_FILES = /design/flow/design.v
export SDC_FILE = /design/flow/constraint.sdc
export NUM_CORES = 4
export LEC_CHECK = 1
export CORE_UTILIZATION = 40
==> notes.md <==
run metrics: diodes inserted=0, hold_ws=0.428 ns, Clock power frac=a little under two fifths, PortBufs=around 72, fraction of layout cells with a size suffix above 1=under 10%, root buffer cell=clkbuf_16, DRT iter0 DRCs=737, yosys stat area=8210 um^2, final worst-path cycle share=43.6%, Async SR Flop Fraction=0%, hold path start=game.slow_clk_divider[0], Antenna Nets Post-Route=0, crit-path max FO=5, Logic pwr share=about 18%, Critical Path AT=2.08 ns, most used logic cell in the final layout=dfxtp_1, area of placed instances=9030 um^2, Int Pwr=between 300 and 400 uW, Fill cells=~2000, synthesized area per cell=8.11 um^2, P_sw=121 uW, die y size=145 um, Max-slew headroom=38.9%, hpwl dp=16800 um, CTS max path bufs=2, gr usage total=22.0%, warnings from Yosys=2, Lkg Pwr=3.52 nW, Hold Vio Cnt, Final=0, Post-synth EDFFs=12, biggest area cells=dfxtp_1 (25%), ha_1 (9.9%), o21ai_0 (5.1%), CTS tree=yes, Post-Synthesis Cells=1012, Max Clock Skew=0.00207 ns, Reg clk slew, reported paths=0.06 ns, # DRC=0, Setup TNS=0 ns, post-place setup slack=2.57 ns, sequential power share=44.7%, Final WS setup=between 2 and 3 ns, Avg Vias per Cell=a little under 6, crit path from=game.slow_clk_divider[0], Unique cell types=around 98, vias in the first global route=6886, first-pass GRT wire length=37100 um, Max-area cell share=25.4%, most numerous logic cells after layout=dfxtp_1 (103), nand2_1 (96), o21ai_0 (84), clkdlybuf4s50_1 (71), ha_1 (65), total CTS buffers=3, endpoints left unconstrained=155, total grt overflow=0, Die ar.=21100 um^2, # Cells Yosys=1012, total power=around 500 uW, hold_buf cts=0, fp_density=40.7%, Hold WC Path Type=reg -> reg, drt total wl=22800 um, Max Cap Viol=0, DR vias=approximately 7600, P&R area growth vs syn=11.0%, reg-to-reg startpoint=game.slow_clk_divider[0], initial antenna violation count=0, tool warnings=between 70 and 80, Ports=74, wire per inst=17.4 um, Synth Seq Share=29.7%, synthesized area=~8000 um^2, Final Cell Area=approximately 9100 um^2, GP Congestion=0.971, CP Class=reg -> reg, PD cells=54.9 nW/um^2, Startpoint Class=register, TritonRoute pass-1 iters=5, fin. max-slew vios=0, Post-CTS Resized=0, largest area contributor in the netlist=dfxtp_1, post-layout min period=1.96 ns, Setup-failing EPs final=0, number of setup buffers added after CTS=0, crit end category=register, VDD IR max=0.000170 V, Seq cells post-synth=116, core outline area=20200 um^2, sw frac=24.3%, worst-margin pin slew=0.917 ns, chip width=145 um, Rows=roughly 52, RSZ-0062 raised after global routing=no, register pins left without a clock=91, clock latency (worst-skew pair)=~0.25 ns, crit path DRT=4.62 ns, run status=finished, final reports clean, CTS H-tree depth=1, pin count of the biggest net entering global routing=64, Commonest flop=dfxtp_1, Fmax achieved=510 MHz
## routing by layer
layer / wire [um] / global-route usage [%]
met2: 9560 / 32.0
met1: 11200 / 35.6
met3: 1460 / 2.38
met5: 0 / 0
met4: 533 / 4.32
## power by group through the flow
stage,Clock (mW),Combinational [mW],Sequential [mW]
6_report,0.188,0.0892,0.224
4_1_cts,0.194,0.0884,0.224
5_1_grt,0.204,0.0967,0.224
## metrics by stage
step / instances / utilization [%]
3_5_place_dp: 1306 / 44.8
5_1_grt: 1310 / 45.2
4_1_cts: 1310 / 45.2
2_1_floorplan: 1016 / -
3_3_place_gp: 1306 / 44.8
6_report: 1310 / 45.2
## cell families after synthesis
kind of cell	count (synthesis)	share of synthesized area [%]
AND-OR/OR-AND	307	25.3
XOR/XNOR	32	3.41
adder cells (fa/ha/maj)	66	10.0
buffers and inverters	108	6.06
flip-flops	116	29.7
multiplexers	10	1.31
other	2	0.0915
AND/OR/NAND/NOR	371	24.1
## Yosys cell counts, drive strengths merged (7+ instances only)
| library cell | number |
|---|---|
| a211oi | 8 |
| a21o | 11 |
| a21oi | 56 |
| a22oi | 7 |
| a31oi | 23 |
| and2 | 13 |
| and3 | 40 |
| buf | 35 |
| clkbuf | 28 |
| dfxtp | 104 |
| edfxtp | 12 |
| ha | 65 |
| inv | 43 |
| nand2 | 96 |
| nand2b | 16 |
| nand3 | 38 |
| nand3b | 8 |
| nand4 | 8 |
| nor2 | 66 |
| nor2b | 10 |
| nor3 | 12 |
| nor4 | 15 |
| o211ai | 15 |
| o21a | 12 |
| o21ai | 86 |
| o31ai | 7 |
| or2 | 8 |
| xnor2 | 22 |
| xor2 | 10 |
## registers in the layout (all words and copies together), names as in the netlist, 3 cells and up
register / flops
game.hex4: 7
game.high_score: 3
game.slow_clk_divider: 25
game.hex1: 7
game.response_timer: 4
game.simon_flash_timer: 4
game.hex6: 7
game.hex0: 7
game.led: 16
game.timer: 26
game.state: 4
## final timing paths
check | to | slack [ns] | cells after the start
worst min-delay path | game.slow_clk_divider[0] | 0.43 | 1
worst min register to register | game.slow_clk_divider[0] | 0.43 | 1
worst max register to register | game.slow_clk_divider[24] | 2.54 | 7
worst max-delay path | game.slow_clk_divider[24] | 2.54 | 7
## worst max-delay path: stages, from the launching register on
cell and delay [ns]:
dfxtp_1 0.39, ha_1 0.23, nand3_1 0.16, nor2_1 0.24
nand4_1 0.20, nor2_1 0.33, nand3_1 0.14, xnor2_1 0.14
## layout make-up
class	count	area (um^2)	area share (%)
multi-input cells	792	5290	58.0
repair buffers	83	798	8.76
inverters	45	169	1.85
well taps	270	338	3.71
clock buffers	4	78.8	0.865
flip-flops and latches	116	2440	26.8
No activity file was given, so power comes from the tool's default toggle rates.
